==> flow/design.v <==
module ALU8bit(opcode, operand1, operand2, result, flagC, flagZ);
	input [2:0] opcode;
	input [7:0] operand1, operand2;
	output reg [15:0] result = 16'h0000;
	output reg flagC = 1'b0, flagZ = 1'b0;
	parameter [3:0] 	add  = 4'b0000,
							addc = 4'b0001,
							sub  = 4'b0010,
							subb = 4'b0011,
							inc  = 4'b0100,
							dec  = 4'b0101,
							_and = 4'b0110,
							_or  = 4'b0111,
							_xor   = 4'b1000,
							_not  = 4'b1001,
							shiftl  = 4'b1010,
							shiftr  = 4'b1011;
	always @ (opcode or operand1 or operand2)
	begin 
		case (opcode)
		add: begin
			result = operand1 + operand2;
			flagC = 1'b0;
			flagZ = (result == 16'h0000);
		end
		addc: begin
			result = operand1 + operand2;
			flagC = result[8];
			flagZ = (result == 16'h0000);
		end
		sub: begin
			result = operand1 - operand2;
			flagC = 1'b0;
			flagZ = (result == 16'h0000);
		end
		subb: begin
			result = operand1 - operand2;
			flagC = result[8];
			flagZ = (result == 16'h0000);
		end
		inc: begin
			result = operand1 + 1'b1;
			flagC = result[8];
			flagZ = (result == 16'h0000);
		end
		dec: begin
			result = operand1 - 1'b1;
			flagC = result[8];
			flagZ = (result == 16'h0000);
		end
		_and: begin
			result = operand1 & operand2;
			flagZ = (result == 16'h0000);
		end
		_or: begin
			result = operand1 | operand2;
			flagZ = (result == 16'h0000);
		end
		_xor: begin
			result = operand1 ^ operand2;
			flagZ = (result == 16'h0000);
		end
		_not: begin
			result = ~operand1;
			flagZ = (result == 16'h0000);
		end
		shiftl: begin
			result = operand1 << 1;
			flagZ = (result == 16'h0000);
		end
		shiftr: begin
			result = operand1 >> 1;
			flagZ = (result == 16'h0000);
		end
		default: begin
			result = 16'h0000;
			flagC = 1'b0;
			flagZ = 1'b0;
		end
		endcase
	end
endmodule
==> flow/run.sh <==
#!/bin/bash
# OpenROAD 26Q1-2900-gdf79404cd8, Yosys 0.63+post, stock flow scripts
make -C /OpenROAD-flow-scripts/flow DESIGN_CONFIG=/design/flow/config.mk WORK_HOME=/design/flow/orfs finish
==> flow/config.mk <==
export PLATFORM = sky130hd
export DESIGN_NAME = ALU8bit
export DESIGN_NICKNAME = ALU8bit
export VERILOG_FILES = /design/flow/design.v
export SDC_FILE = /design/flow/constraint.sdc
export NUM_CORES = 4
export LEC_CHECK = 1
export CORE_AREA = 10 10 87 87
export DIE_AREA = 0 0 97 97
==> flow/constraint.sdc <==
current_design ALU8bit

set clk_period 9.4
set clk_io_pct 0.2

create_clock -name clk0 -period $clk_period

set non_clock_inputs [all_inputs -no_clocks]
set_input_delay [expr $clk_period * $clk_io_pct] -clock clk0 $non_clock_inputs
set_output_delay [expr $clk_period * $clk_io_pct] -clock clk0 [all_outputs]
==> impl_metrics.csv <==
group,metric,value,unit
grt,grt_start_max_net_pins,30,
final_timing,grt_setup_unrepaired,"false",
final_timing,timing.fmax,141,MHz
drt,vias,1748,
power_and_ir_drop,intPower,0.0576,mW
run,max_cap_check_violation_count,0,
drt,antenna_cells,0,
grt,grt_overflow,0,
critical_path,cp_data_arrival_time,5.20,ns
final_timing,timing.final.setup_violations,0,
final_timing,slew-limit-headroom,59.3,%
final_timing,hold_slack,4.90,ns
synthesis,synth.largest_area_cell,"sky130_fd_sc_hd__ha_1",
final_timing,hold_violations,0,
clock_tree,cts_repair_resizes,0,
critical_path,critical_path.max_fanout,11,
placement,routabilityCongestion,0.974,
power_and_ir_drop,switching_share,50.3,%
grt,groute.usage.overall,10.6,%
grt,grt_pass1_vias,1770,
power_and_ir_drop,total_power,0.116,mW
min_path,worst_hold_startpoint,"opcode[2]",
synthesis,syn_inst,250,
synthesis,enable_flop_cells,0,
final_timing,finalWorstPathRequiredPeriod,7.08,ns
synthesis,ys_area,1730,µm²
drt,drt_first_iter_violations,155,
synthesis,syn_area_per_cell,6.92,µm²
clock_tree,post_cts.repair.setup_buffers,0,
floorplan,floorplan_row_count,27,
drt,drc,0,
power_and_ir_drop,power_frac_seq,0.2,%
critical_path,worst_setup_path_startpoint,"operand1[2]",
critical_path,cp_capture_type,"primary output",
power_and_ir_drop,power.switching,0.0582,mW
power_and_ir_drop,peakVddDrop,0.0000257,V
layout,largest_register_ffs,1,
synthesis,top_cell_types_by_occurrence_after_synthesis,"sky130_fd_sc_hd__nor2_1, sky130_fd_sc_hd__ha_1, sky130_fd_sc_hd__inv_1",
layout,area_growth,21.8,%
final_timing,finalClockPeriodUsage,75.3,%
layout,fin_util,37.3,%
floorplan,chipArea,9410,µm²
drt,wire_per_inst,15.1,µm
drt,antenna_viol_nets_final,0,
synthesis,synth-cells-yosys,250,
synthesis,asyncSetResetFlopFracSynth,0,%
final_timing,drv_slew,0,
run,warning_count,51,
grt,grt_first_pass_wirelength,8760,µm
power_and_ir_drop,combPwrFrac,99.8,%
placement,place.detailed.hpwl,4330,µm
placement,count_of_port_buffers_added_during_placement,37,
synthesis,synth.cell_area,1730,µm²
critical_path,worst-endpoint-required,7.52,ns
final_timing,unclocked_regs,1,
synthesis,post-synth-top-area-fraction,20.2,%
final_timing,number_of_unconstrained_endpoints,2,
power_and_ir_drop,clock_power_share,0,%
synthesis,post-synth-top-count-cell,"sky130_fd_sc_hd__nor2_1",
layout,stdcell_count,342,
final_timing,worst_slack,2.32,ns
floorplan,io_pins,37,
placement,dp_slack,2.32,ns
critical_path,criticalPathCategory,"in -> out",
drt,number_of_detailed_routing_iterations_run_before_antenna_repair,4,
synthesis,flop_cell,"sky130_fd_sc_hd__dlxtn_1",
layout,fillerInstances,579,
clock_tree,postCtsHoldBufs,0,
layout,final_area,2110,µm²
drt,avg_vias_per_cell,5.11,
power_and_ir_drop,leak_pwr,0.890,nW
critical_path,critical_path.startpoint_type,"input pin",
synthesis,postSynthRegisterBits,1,
min_path,hold_path_end,"result[5]",
placement,post-place-cells,342,
status,run_status,"finished, final reports clean",
drt,wirelength,5170,µm
floorplan,die-width,97,µm
layout,drive_gt1_share,5.56,%
final_timing,worst_pin_slew,0.604,ns
synthesis,synth_cell_types,54,
placement,placedInstanceArea,2110,µm²
floorplan,floorplan.core_area,5640,µm²
grt,initial_antenna_violation_count,0,
floorplan,fp_util,30.7,%
power_and_ir_drop,power-per-cell-area,55.0,nW/µm²
synthesis,area_leaders,"sky130_fd_sc_hd__ha_1, sky130_fd_sc_hd__xnor2_1, sky130_fd_sc_hd__nor2_1, sky130_fd_sc_hd__inv_1, sky130_fd_sc_hd__mux2i_1",
min_path,worst_hold_path.num_cells,4,
floorplan,die_h,97,µm
final_timing,setup-tns-final,0,ns
synthesis,synth-warning-count,1,
min_path,hold_removal_path_class,"in -> out",
area by class of cell:
| type | count | area (µm²) | share of cell area, % |
|---|---|---|---|
| Multi-Input combinational cell | 205 | 1520 | 72.1 |
| Timing Repair Buffer | 40 | 393 | 18.6 |
| Tap cell | 72 | 90.1 | 4.28 |
| Inverter | 24 | 90.1 | 4.28 |
| Sequential cell | 1 | 15.0 | 0.713 |
routing by layer:
layer | wire length, µm | global-route usage, % | vias up
met2 | 2320 | 17.8 | 55
met3 | 281 | 0.788 | 0
li1 | - | - | 909
met5 | 0 | 0 | -
met1 | 2570 | 15.3 | 784
met4 | 0 | 0.225 | 0
cell families after synthesis:
kind of cell	Yosys count	share of synthesized area (%)
AOI/OAI and AO/OA	57	22.2
xor gates and xnor gates	19	9.62
adders and majority gates	30	22.6
buffers and inverters	44	11.4
latches	1	0.867
muxes	11	8.53
and+or+nand+nor	88	24.9
cells in the final DEF (no fill, tap or decap), types with 3 or more instances in the layout:
| cell | count |
|---|---|
| sky130_fd_sc_hd__o21a_1 | 4 |
| sky130_fd_sc_hd__clkdlybuf4s50_1 | 37 |
| sky130_fd_sc_hd__nand2_1 | 19 |
| sky130_fd_sc_hd__inv_1 | 22 |
| sky130_fd_sc_hd__nand2b_1 | 5 |
| sky130_fd_sc_hd__mux4_2 | 3 |
| sky130_fd_sc_hd__nand4_1 | 4 |
| sky130_fd_sc_hd__o21ai_0 | 13 |
| sky130_fd_sc_hd__a21oi_1 | 11 |
| sky130_fd_sc_hd__o22ai_1 | 3 |
| sky130_fd_sc_hd__nor2_1 | 32 |
| sky130_fd_sc_hd__nor3_1 | 6 |
| sky130_fd_sc_hd__ha_1 | 28 |
| sky130_fd_sc_hd__nor4_1 | 4 |
| sky130_fd_sc_hd__nand3_1 | 7 |
| sky130_fd_sc_hd__mux2i_1 | 8 |
| sky130_fd_sc_hd__xnor2_1 | 17 |
| sky130_fd_sc_hd__buf_4 | 3 |
power by group through the flow:
stage                 combinational, mW  sequential (mW)  clock [mW]
after CTS                         0.116         0.000288           0
after global routing              0.129         0.000305           0
final                             0.116         0.000288           0
critical path, stage by stage:
cell	delay [ns]
sky130_fd_sc_hd__clkdlybuf4s50_1	0.74
sky130_fd_sc_hd__inv_2	0.12
sky130_fd_sc_hd__ha_1	0.43
sky130_fd_sc_hd__nor2b_4	0.17
sky130_fd_sc_hd__o31a_1	0.26
sky130_fd_sc_hd__o21ai_2	0.16
sky130_fd_sc_hd__o21ai_2	0.09
sky130_fd_sc_hd__or4_4	0.52
sky130_fd_sc_hd__o41ai_2	0.22
sky130_fd_sc_hd__a31o_1	0.14
sky130_fd_sc_hd__clkdlybuf4s50_1	0.46
worst max path at each step:
| stage | end | cells past startpoint |
|---|---|---|
| CTS | result[11] | 11 |
| global route | result[14] | 11 |
| finish | flagZ | 11 |
Power is estimated from default activity; no workload was simulated.
