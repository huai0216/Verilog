==> flow/design.v <==
module Lab_ClockBy3(clk, reset, clk_out);
	input clk;
	input reset;
	output clk_out;
	reg[1:0] pos_count, neg_count;
	assign clk_out = ((pos_count == 2) | (neg_count == 2));
	always @(posedge clk)
		if(reset)
			pos_count <= 0;
		else if(pos_count == 2)
			pos_count <= 0;
		else 
			pos_count <= pos_count+1;
	always @(negedge clk)
		if(reset)
			neg_count <= 0;
		else if(neg_count == 2)
			neg_count <= 0;
		else
			neg_count <= neg_count +1;
endmodule
==> flow/run.sh <==
#!/bin/bash
# OpenROAD 26Q1-2900-gdf79404cd8, Yosys 0.63+post, stock flow scripts
make -C /OpenROAD-flow-scripts/flow DESIGN_CONFIG=/design/flow/config.mk WORK_HOME=/design/flow/orfs finish
==> flow/config.mk <==
export PLATFORM = sky130hd
export DESIGN_NAME = Lab_ClockBy3
export DESIGN_NICKNAME = Lab_ClockBy3
export VERILOG_FILES = /design/flow/design.v
export SDC_FILE = /design/flow/constraint.sdc
export NUM_CORES = 4
export LEC_CHECK = 1
export CORE_AREA = 10 10 70 70
export DIE_AREA = 0 0 80 80
==> flow/constraint.sdc <==
current_design Lab_ClockBy3

set clk_period 1.2
set clk_io_pct 0.2

create_clock -name clk0 -period $clk_period [get_ports {clk}]

set non_clock_inputs [all_inputs -no_clocks]
set_input_delay [expr $clk_period * $clk_io_pct] -clock clk0 $non_clock_inputs
set_output_delay [expr $clk_period * $clk_io_pct] -clock clk0 [all_outputs]
==> flow_summary.toml <==
# yosys + openroad results
[clocking]
clock_latency_ns = 0.29
cts_sinks = 4
cts_tree = "done"
path_clk_slew_ns = 0.04
ctsHoldBuffers = 0
cts-htree-levels = 1
cts_buffers = 3
clockBufferDepth = 2
root_buffer = "clkbuf_4"

[global_routing]
grt_usage_pct = 1.16
grt_start_max_net_pins = 4
grt_pass1_wl_um = 558
grt_antenna_before_repair = 0
grt_pass1_vias = 154
overflow = 0

[synth]
largest_area_cell = "dfxtp_1"
yosysWarnings = 1
yosys_cells = 14
netlist.area_leader.share_pct = 56.1
synthCells = 14
ys_chip_area_sq_um = 143
syn_area_sq_um = 143
topCellsByArea = "dfxtp_1 56%, ha_1 18%, nor3_1 14%, inv_1 7.9%, or2_1 4.4%"
synthDistinctLibCells = 5
yosysSeqAreaShare_pct = 56.1
ys_ff = 4
synth_area_per_cell_sq_um = 10.2

[floorplan]
ios = 3
die_h_um = 80
core_area_sq_um = 3420
die_w_um = 80
fp-utilization_pct = 4.18
placementRows = 21
die_area_sq_um = 6400

[place]
dpl-instance-area_sq_um = 256
place_ws_ns = -0.773
place_hpwl_um = 223
numPortBuffers = 2
place_congestion = 0.599

[detailed_routing]
antenna-diode-count = 0
drtPass1Iterations = 4
drc = 0
num_vias = 128
postRouteAntennaNets = 0
wl_per_cell_um = 4.24
wl_um = 301
viasPerCell = 1.80
drt-initial-drc-count = 2

[timing]
tns_ns = -0.745
worst_slack_ns = -0.745
fin_worst_skew_ns = 0.000505
drv_slew = 0
worstMarginPinSlew_ns = 0.163
rsz0062_at_grt = "true"
finalHoldViolCount = 0
setup_viol = 1
relSlewSlack_pct = 89.1

[outcome]
violations = "setup timing"
status = "finished with violations"

[worst_setup_path]
path_cells = "inv_2 > ha_4 > or2_1 > buf_2"
crit_type = "flip-flop to primary output"
critPathArrivalTime_ns = 1.71
cpMaxStageDelayCell = "dfxtp_2"
required_ns = 0.96
endpoint_kind = "primary output"
cp-start-kind = "flip-flop"
slowest_delay_ns = 0.32
worstPathMaxFanout = 2

[layout]
final_util_pct = 8.42
area_delta_synth_final_pct = 102
drive_above_1_share_pct = 44.0
final_area_sq_um = 288
layout.cells.most_common_list = "4 x nor3_1, 4 x buf_4, 3 x inv_1, 3 x clkbuf_4, 3 x dfxtp_1"

[power]
p_int_w = 0.000360
pwr-share-seq_pct = 36.0
irDropWorstVdd_v = 0.000703
p_sw_share_pct = 26.3
clkPwrFrac_pct = 42.9
p_switching_w = 0.000128
finalPower_w = 0.000488
power.share.combinational_pct = 21.1
leakagePower_nw = 0.120
p_per_area_nw_per_um2 = 1700

[min_path]
hp-class = "flip-flop to flip-flop"

[job]
cap_viol_max_count = 0
warning_count = 30
[worst max-delay path: cells and delay by family (launching register included)]
family                     cells  cell delay (ns)
adders and majority gates      1             0.14
DFF                            1             0.32
and+or+nand+nor                1             0.19
buffers and inverters          2             0.16
[Yosys cell counts, drive strengths merged]
cell type / instances
nor3: 4
inv: 3
dfxtp: 4
or2: 1
ha: 2
[layout make-up]
| cell class | count | area, sq um |
|---|---|---|
| Tap cell | 46 | 57.6 |
| Clock buffer | 4 | 26.3 |
| Multi-Input combinational cell | 7 | 63.8 |
| Inverter | 2 | 7.51 |
| Timing Repair Buffer | 6 | 43.8 |
| Clock inverter | 2 | 7.51 |
| Sequential cell | 4 | 81.3 |
| Fill cell | 408 | 3130 |
[state kept, by name, summed over array words and instances, names as in the netlist]
name,cells
neg_count,2
pos_count,2
[metal layers]
| metal | share of wire [%] | track usage (%) | up-vias |
|---|---|---|---|
| met5 | 0 | 0 | - |
| li1 | - | - | 67 |
| met3 | 7.6 | 1.36 | 0 |
| met2 | 38 | 1.20 | 3 |
| met1 | 54 | 1.20 | 58 |
| met4 | 0 | 0.880 | 0 |
[metrics by stage]
stage	std cells	hold slack, ns
after global routing	71	0.437
after global placement	65	0.394
after detailed placement	65	0.398
after floorplan	14	0.317
after CTS	71	0.422
final	71	0.418
[cell families after synthesis]
family / synth area share [%]
buffers and inverters: 7.89
adders and majority gates: 17.5
DFF: 56.1
and+or+nand+nor: 18.4
[final timing paths]
path / endpoint / cells after the start / slack [ns] / startpoint
hold reg to reg: pos_count[0] / 1 / 0.42 / pos_count[0]
setup / recovery: clk_out / 4 / -0.75 / neg_count[0]
setup reg to reg: pos_count[1] / 4 / 0.30 / pos_count[0]
hold / removal: pos_count[0] / 1 / 0.42 / pos_count[0]
[what timing repair did]
| item | in CTS | in global routing |
|---|---|---|
| cloned | 0 | 0 |
| setup endpoints to repair | 3 | 1 |
| buffers inserted | 1 | 0 |
| resized | 5 | 0 |
[power by group through the flow]
stage	Sequential [W]	Clock [W]	Combinational, W
finish	0.000176	0.000209	0.000103
global route	0.000178	0.000247	0.000123
CTS	0.000176	0.000221	0.000106
Power and IR drop assume default switching activity.
