==> /design/flow/design.v <==
module Hw_4bitFullAdder(sum, c_out, a, b, cin);
	output[3:0] sum;
	output c_out;
	input cin;
	input[3:0] a, b;
	wire c0, c1, c2;
	FullAdder full_adder0(sum[0], c0, a[0], b[0], cin);
	FullAdder full_adder1(sum[1], c1, a[1], b[1], c0);
	FullAdder full_adder2(sum[2], c2, a[2], b[2], c1);
	FullAdder full_adder3(sum[3], c_out, a[3], b[3], c2);
endmodule
	module FullAdder(sum, carry, a, b, cin);
		input a, b, cin;
		output sum, carry;
		reg sum, carry;
		always @(a or b or cin)
			begin
			{carry, sum} = a + b + cin;
			end
endmodule
==> /design/flow/run.sh <==
#!/bin/bash
# OpenROAD 26Q1-2900-gdf79404cd8, Yosys 0.63+post, stock flow scripts
make -C /OpenROAD-flow-scripts/flow DESIGN_CONFIG=/design/flow/config.mk WORK_HOME=/design/flow/orfs finish
==> /design/flow/config.mk <==
export PLATFORM = sky130hd
export DESIGN_NAME = Hw_4bitFullAdder
export DESIGN_NICKNAME = Hw_4bitFullAdder
export VERILOG_FILES = /design/flow/design.v
export SDC_FILE = /design/flow/constraint.sdc
export NUM_CORES = 4
export LEC_CHECK = 1
export CORE_AREA = 10 10 70 70
export DIE_AREA = 0 0 80 80
==> /design/flow/constraint.sdc <==
current_design Hw_4bitFullAdder

set clk_period 5.0
set clk_io_pct 0.2

create_clock -name clk0 -period $clk_period

set non_clock_inputs [all_inputs -no_clocks]
set_input_delay [expr $clk_period * $clk_io_pct] -clock clk0 $non_clock_inputs
set_output_delay [expr $clk_period * $clk_io_pct] -clock clk0 [all_outputs]
==> flow_summary_export.csv <==
group,metric,value,unit
timing,finalClockPeriodUsage,88.8,%
synth,synth_chip_area,148,sq um
timing,rsz0062_at_grt,"no",
grt,grt_pass1_vias,154,
die,die_area,6400,sq um
timing,max_slew_margin,92.7,%
worst_setup_path,crit_path_end_kind,"output port",
grt,antenna_found_initial,0,
timing,timing.final.crit_period,4.44,ns
drt,drt-pass1-iter-count,1,
hold_path,hold_class,"in -> out",
synth,xor_share,0,%
grt,grt_max_degree,2,
timing,setup_viol,0,
grt,grt_use_total,1.37,%
drt,wirelength,402,um
worst_setup_path,worstPathMaxFanout,1,
synth,syn_avg_cell_area,8.20,sq um
placement,place_congestion,0.785,
die,die-width,80,um
cts,cts.repair.resized,0,
timing,drv_slew,0,
drt,wl_met2,68,um
synth,yosysUniqueCellTypes,3,
pwr,clkPwrFrac,0,%
placement,place_ws,0.526,ns
pwr,p_seq_share,0,%
job,log.warning_count,32,
job,max-cap-violations,0,
final_layout,logic_area,80.1,sq um
drt,post_drt_wl_per_cell,5.43,um
synth,synthCells,18,
drt,dr_wl_met3,87,um
synth,top_cells_by_count,"inv_1 (10), buf_4 (4), fa_1 (4)",
synth,yosysSeqAreaShare,0,%
worst_setup_path,start_kind,"input pin",
pwr,intPower,20.3,uW
placement,place_area,315,sq um
die,fp_util,4.32,%
pwr,power_density,88.6,nW/um^2
synth,synth_top_cell_by_count,"inv_1",
drt,vias,120,
timing,hold_viol,0,
placement,io_buffer_count,14,
die,rows,21,
final_layout,regArea,0,sq um
synth,top_cells_by_area,"fa_1 (54%), inv_1 (25%), buf_4 (20%)",
final_layout,area_growth,114,%
drt,routed.top_layer,"met3",
pwr,power.switching,7.61,uW
synth,adder_share,54.2,%
status,status,"completed",
pwr,p_leak,0.137,nW
die,core,3420,sq um
pwr,pwr-share-comb,100.0,%
worst_setup_path,critPathKind,"in -> out",
synth,yosys_warnings,1,
pwr,p_total,27.9,uW
grt,overflow,0,
synth,top_cell_area_share,54.2,%
pwr,swShare,27.2,%
synth,synth_area,148,sq um
placement,hpwlAfterDp,397,um
pwr,peakVddDrop,0.0200,mV
worst_setup_path,required,4.00,ns
placement,dpl.cell_count,74,
timing,fmax,225,MHz
drt,drt_iter0_markers,0,
synth,synthAoiAreaFrac,0,%
timing,fin_ws,0.561,ns
synth,yosys.area.top_type,"fa_1",
final_layout,final_util,9.23,%
timing,worst_pin_slew,0.110,ns
timing,setup-tns-final,0,ns
cts,postCtsSetupBuffers,0,
drt,avgViaCountPerCell,1.62,
drt,wl_met1,246,um
drt,drc_errors,0,
grt,grt_pass1_wl,696,um
final_layout,nFlopsAndLatches,0,
synth,synthTopLogicFamily,"adder cells",
timing,whs,3.04,ns
synth,yosys-mux-area-fraction,0,%
final_layout,nFillCells,410,
synth,simple_gate_area_share,0,%
synth,ys_cells,18,
die,die_h,80,um
final_layout,clkbuf_count,0,
final_layout,final_cell_area,315,sq um
cts,cts_hold_buf,0,
final_layout,stdcell_count,74,
die,pin_count,14,
drt,diodes,0,
worst_setup_path,worstPathArrival,3.44,ns
final_layout,drive_gt1_share,0,%
drt,ant_nets,0,
area by class of cell:
| type | instances | area share, % |
|---|---|---|
| Timing Repair Buffer | 14 | 44.4 |
| Multi-Input combinational cell | 4 | 25.4 |
| Tap cell | 46 | 18.3 |
| Inverter | 10 | 11.9 |
final timing paths:
check             startpoint      to  slack, ns  cells after the start
hold / removal           cin  sum[0]       3.04                      5
setup / recovery        a[0]  sum[3]       0.56                     10
cell usage in the layout, fill, tap and decap left out:
cell type        instances
inv_1                   10
fa_1                     4
clkdlybuf4s50_1         14
layer usage:
metal,up-vias,global-route usage (%)
li1,60,-
met1,46,2.40
met2,14,1.20
met3,0,0.909
met4,0,0
met5,-,0
kinds of logic after synthesis:
group | count (synthesis)
adder cells (fa/ha/maj) | 4
buffers and inverters | 14
critical path, cell delays in order:
cell and delay [ns]:
clkdlybuf4s50_1 0.39, inv_1 0.07, fa_1 0.16, inv_1 0.05
fa_1 0.40, fa_1 0.37, inv_1 0.07, fa_1 0.40
inv_1 0.06, clkdlybuf4s50_1 0.46
power by group through the flow:
stage,clock (mW),sequential [mW],combinational (mW)
after global routing,0,0,0.0332
final,0,0,0.0279
after CTS,0,0,0.0292
Power figures rest on the tool's default switching activity, not on a simulated workload.
